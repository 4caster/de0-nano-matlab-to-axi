## design.v

```verilog
`timescale 1 ns / 1 ns
module hdlverifier_axi_master #(
    parameter JTAG_ID=56,
    parameter ID_WIDTH=1,
    parameter AXI_DATA_WIDTH=32,
    parameter AXI_ADDR_WIDTH=32
)
(
    output wire [AXI_ADDR_WIDTH-1:0] axi4m_awaddr,   
    output wire [2:0]  axi4m_awprot,   
    output reg         axi4m_awvalid,  
    input  wire        axi4m_awready,  
    output reg  [AXI_DATA_WIDTH-1:0] axi4m_wdata,    
    output reg         axi4m_wvalid,   
    input  wire        axi4m_wready,   
    output wire [(AXI_DATA_WIDTH>>3)-1:0]  axi4m_wstrb,
    output wire [ID_WIDTH-1:0]  axi4m_awid,      
    output wire [7:0]  axi4m_awlen,          
    output wire [2:0]  axi4m_awsize,         
    output wire [1:0]  axi4m_awburst,        
    output wire        axi4m_awlock,         
    output wire [3:0]  axi4m_awcache,        
    output wire        axi4m_wlast,          
    output wire [3:0]  axi4m_awqos,          
    input  wire [1:0]  axi4m_bresp,
    input  wire        axi4m_bvalid,   
    input  wire [0:0]  axi4m_bid,      
    output wire        axi4m_bready,   
    output wire [AXI_ADDR_WIDTH-1:0] axi4m_araddr,   
    output wire [2:0]  axi4m_arprot,   
    output reg         axi4m_arvalid,  
    input  wire        axi4m_arready,  
    output wire [ID_WIDTH-1:0]  axi4m_arid, 
    output wire [7:0]  axi4m_arlen,    
    output wire [2:0]  axi4m_arsize,   
    output wire [1:0]  axi4m_arburst,  
    output wire        axi4m_arlock,   
    output wire [3:0]  axi4m_arcache,  
    output wire [3:0]  axi4m_arqos,    
    input  wire [AXI_DATA_WIDTH-1:0] axi4m_rdata,    
    input  wire        axi4m_rlast,    
    input  wire [1:0]  axi4m_rresp,    
    input  wire        axi4m_rvalid,   
    output reg         axi4m_rready,   
    input  wire [0:0]  axi4m_rid,    
    input  wire        aclk,
    input  wire        aresetn
);
wire tck;
wire jtag_reset;
wire [4:0]  reg_addr;
wire [31:0] reg_wdata;
wire reg_write;
reg  [31:0] reg_rdata;
reg  [31:0] status;
wire shift_out_state;
wire shift_out_en;
wire shift_out_data;
wire shift_in_state;
wire shift_in_en;
wire shift_in_data;
logic [AXI_ADDR_WIDTH-1:0] address;
logic [AXI_ADDR_WIDTH-1:0] address_aclk;
reg  start_read;
reg  start_write, start_write_d1, start_write_d2;
reg  [7:0] burst_length;
reg  [7:0] burst_length_aclk;
reg  [1:0] burst_type;
reg  [1:0] burst_type_aclk;
logic [3:0] aclk_cnt;
logic start_read_aclk;
logic trigger_d1;
logic trigger;
assign axi4m_awid       = 0;
assign axi4m_arid       = 0;
assign axi4m_awlen      = burst_length_aclk; 
generate
   if ( AXI_DATA_WIDTH == 32 ) begin
         assign axi4m_awsize     = 3'b010;    
         assign axi4m_wstrb      = 4'b1111;
   end      
   else begin
         assign axi4m_awsize     = 3'b011;    
         assign axi4m_wstrb      = 8'b11111111;
   end      
endgenerate
assign axi4m_awlock     = 1'b0;
assign axi4m_awcache    = 4'b0000;
assign axi4m_awqos      = 4'b0;
assign axi4m_arlen      = burst_length_aclk;
generate
   if ( AXI_DATA_WIDTH == 32 ) 
         assign axi4m_arsize     = 3'b010;    
   else
         assign axi4m_arsize     = 3'b011;    
endgenerate
assign axi4m_arlock     = 1'b0;
assign axi4m_arcache    = 4'b0;
assign axi4m_arqos      = 4'b0;
assign axi4m_awaddr = address_aclk;
assign axi4m_bready = 1'b1;
assign axi4m_araddr = address_aclk;
assign axi4m_arprot = 3'b000;
assign axi4m_awprot = 3'b000;
assign axi4m_awburst = burst_type_aclk;
assign axi4m_arburst = burst_type_aclk;
localparam [7:0] MAJOR_VER = 8'b1;
localparam [3:0] MINOR_VER = 4'b1;
localparam [3:0] APP_TYPE  = 4'h0;  
localparam [15:0] SIGNATURE = 16'd8141;  
localparam [31:0] AXIMASTER_IP_ID0 = {SIGNATURE, APP_TYPE, MAJOR_VER, MINOR_VER};
localparam [0:0] AXIMASTER_DATA_64 = (AXI_DATA_WIDTH==32) ? 1'b0 : 1'b1 ;
localparam [0:0] AXIMASTER_ADDRS_64 = (AXI_ADDR_WIDTH==32) ? 1'b0 : 1'b1 ;  
localparam [31:0] AXIMATER_IP_CONFIG = { 30'b0 , AXIMASTER_DATA_64 , AXIMASTER_ADDRS_64 } ;
function integer log2;
input integer value;
reg [31:0] shifted;
integer res;
begin
	if (value < 2)
		log2 = value;
	else
	begin
		shifted = value-1;
		for (res=0; shifted>0; res=res+1)
			shifted = shifted>>1;
		log2 = res;
	end
end
endfunction
localparam log2AXI_DATA_WIDTH = log2(AXI_DATA_WIDTH);
always_comb begin
    unique case(reg_addr)
        5'd1 : reg_rdata <= status;
        5'd2 : reg_rdata <= AXIMATER_IP_CONFIG;  
        default : reg_rdata <= AXIMASTER_IP_ID0;        
    endcase
end
hdlverifier_jtag_core #(.JTAG_ID(JTAG_ID))
u_jtag(
    .*,
    .reset(jtag_reset)
);
logic jtag_reset_d1, tck_reset;
always_ff@(posedge tck) begin
    jtag_reset_d1 <= jtag_reset;
    tck_reset     <= jtag_reset_d1;
end
logic tmp1,tmp2,tmp3,tmp4;
logic aclk_reset;
always_ff@(posedge aclk) begin
    tmp1 <= tck_reset;
    tmp2 <= tmp1;
    tmp3 <= aresetn;
    tmp4 <= tmp3;
    aclk_reset <= tmp2 || !tmp4;
end
logic trigger_tck, trigger_tck_d1;
always_ff@(posedge tck) begin
    if(tck_reset) begin
        start_read <= 1'b0;
    end
    else begin
        trigger_tck <= trigger_d1;
        trigger_tck_d1 <= trigger_tck;
        if(reg_write && reg_addr==5'b0) begin
            start_read <= reg_wdata[0];
        end
        else if (trigger_tck_d1) begin
            start_read <= 1'b0;
        end
    end
end    
generate
if ( AXI_ADDR_WIDTH == 32 ) begin
     always@(posedge tck) begin
          if(tck_reset) begin
               address <= 32'b0;
         end
         else if(reg_write) begin
              if(reg_addr==5'd1) 
                  address <= reg_wdata;
              else if(reg_addr==5'd4) begin
                  burst_length <= reg_wdata[7:0];   
                  burst_type   <= reg_wdata[9:8];
              end
         end
     end
end
else begin
   always@(posedge tck) begin
         if(tck_reset) 
              address <= 64'b0;
         else if(reg_write) begin
                if(reg_addr==5'd1)    
                    address[31:0] <= reg_wdata;
                else if (reg_addr==5'd2)   
                    address[63:32] <= reg_wdata;   
                else if(reg_addr==5'd4) begin
                    burst_length <= reg_wdata[7:0];   
                    burst_type   <= reg_wdata[9:8];
                end
          end
   end 
end
endgenerate
always_ff@(posedge aclk) begin      
    start_read_aclk <= start_read;
    trigger         <= start_read_aclk;
    trigger_d1      <= trigger;
    burst_length_aclk <= burst_length;
    address_aclk    <= address;
    burst_type_aclk <= burst_type;
end
assign status[2] = !aresetn;
assign status[3] = !aclk_cnt[3];
always_ff@(posedge aclk or posedge tmp3) begin
	if(tmp3)  
		aclk_cnt <= 4'b0;
	else if(aclk_cnt!=4'b1111) begin
		aclk_cnt <= aclk_cnt + 1'b1;	
	end
end
logic [23:0] read_count;
logic readram_wr, readram_rd;
logic [7:0] readram_waddr, readram_raddr;
logic [AXI_DATA_WIDTH-1:0] readram_q;
assign readram_waddr = read_count[7:0];
jtag_master_dcram #(.DATA_WIDTH(AXI_DATA_WIDTH)) readram(        
    .wdata(axi4m_rdata),
    .waddr(readram_waddr),
    .raddr(readram_raddr),
    .wr(readram_wr),
    .rd(readram_rd),
    .q(readram_q),
    .rclk(tck),
    .wclk(aclk));
reg  [log2AXI_DATA_WIDTH-1:0] bitcount;  
reg  [AXI_DATA_WIDTH-1:0] shift_reg;
assign shift_out_data = shift_reg[0];    
assign readram_rd = shift_out_state && (bitcount==0);  
always_ff @(posedge tck) begin
    if(tck_reset || !shift_out_state) begin
        readram_raddr <= 'b0;   
        bitcount <= 'b0;
    end
    else if(shift_out_state) begin       
        if(shift_out_en) begin
            shift_reg <= {1'b0,shift_reg[AXI_DATA_WIDTH-1:1]};
            bitcount <= bitcount + 1'b1;
            if(bitcount == 1) begin
                shift_reg <= readram_q;
                readram_raddr <= readram_raddr + 1'b1;
            end            
        end
    end
end
assign readram_wr = axi4m_rvalid;
always@(posedge aclk) begin
    if (aclk_reset) begin
        axi4m_arvalid <= 1'b0;
        axi4m_rready  <= 1'b0;
        status[0] <= 1'b0;
        read_count <= 'b0;
    end
    else if(trigger && !trigger_d1) begin
        axi4m_arvalid <= 1'b1;
        axi4m_rready <= 1'b0;
        status[0] <= 1'b0;
        read_count <= 'b0;
    end
    else if( axi4m_arvalid && axi4m_arready) begin
        axi4m_arvalid <= 1'b0;
        axi4m_rready  <= 1'b1;
    end
    else if( axi4m_rready && axi4m_rvalid) begin
        if(axi4m_rlast) begin
            status[0] <= 1'b1;
            axi4m_rready <= 1'b0;
        end
        read_count <= read_count + 1'b1;
    end
end
logic [23:0] write_count;
logic writeram_wr, writeram_rd;
logic [7:0] writeram_waddr, writeram_raddr;
logic [7:0] writeram_raddr_reg;
logic [AXI_DATA_WIDTH-1:0] writeram_q;
logic [AXI_DATA_WIDTH-1:0] writeram_wdata;
jtag_master_dcram #(.DATA_WIDTH(AXI_DATA_WIDTH)) writeram(         
    .wdata(writeram_wdata),
    .waddr(writeram_waddr),
    .raddr(writeram_raddr),
    .wr(writeram_wr),
    .rd(writeram_rd),
    .q(writeram_q),
    .rclk(aclk),
    .wclk(tck));
logic shift_in_state_d1;
logic [AXI_DATA_WIDTH-1:0] shift_in_reg;
assign writeram_wdata = shift_in_reg;
logic writeram_wr_comb ;
logic [7:0] writeram_waddr_comb ;
always@(posedge tck) begin
    if(tck_reset || ~shift_in_state) begin
        write_count <= 'b0;
        writeram_wr <= 1'b0;
    end
    else begin
        if(shift_in_en) begin
            shift_in_reg[AXI_DATA_WIDTH-2:0] <= shift_in_reg[AXI_DATA_WIDTH-1:1];  
            shift_in_reg[AXI_DATA_WIDTH-1] <= shift_in_data;   
            write_count <= write_count + 1'b1; 
            writeram_wr <= writeram_wr_comb ;
            writeram_waddr <= writeram_waddr_comb ;  
	    end
        else
            writeram_wr <= 1'b0;
    end    
end    
generate 
	if ( AXI_DATA_WIDTH == 32) begin
	   always @(*) begin
         writeram_wr_comb = (write_count[4:0] == 5'b11111) && (write_count[15:13]==0);
         writeram_waddr_comb = write_count[12:5];
       end
	end
	else begin
	   always @(*) begin
	     writeram_wr_comb = (write_count[5:0] == 6'b111111) && (write_count[15:14]==0);
         writeram_waddr_comb = write_count[13:6];
       end  
	end
endgenerate
always@(posedge tck) begin
    if(tck_reset) begin
        start_write <= 1'b0;
    end
    else begin
        shift_in_state_d1 <= shift_in_state;
        if(shift_in_state_d1 && !shift_in_state) begin
            start_write <= 1'b1;
        end    
        else if(!shift_in_state_d1 && shift_in_state) begin
            start_write <= 1'b0;
        end
    end
end
always@(posedge aclk) begin
    start_write_d1 <= start_write;
    start_write_d2 <= start_write_d1;
end
enum logic[2:0] {WSTATE_IDLE, WSTATE_RFIRST, WSTATE_WAIT_BOTH, WSTATE_WAIT_AWREADY, WSTATE_WAIT_WREADY, WSTATE_WAIT_BVALID} 
    state_write;
assign axi4m_wdata = writeram_q;
always@(posedge aclk) begin
    if (aclk_reset) begin
        writeram_raddr_reg <= 'b0;
        writeram_rd <= 1'b0;    
    end
    else if(start_write_d1 && !start_write_d2 && state_write==WSTATE_IDLE) begin
        writeram_raddr_reg <= 'b0;
        writeram_rd <= 1'b1;
    end
    else if(state_write!=WSTATE_IDLE) begin
        writeram_rd <= 1'b1;
        writeram_raddr_reg <= writeram_raddr ;
    end
    else begin
        writeram_rd <= 1'b0;
    end
end
assign writeram_raddr = (axi4m_wvalid&&axi4m_wready)? writeram_raddr_reg+1'b1:writeram_raddr_reg;
logic [7:0] write_word_count;
always@(posedge aclk) begin
    if(aclk_reset) begin
        write_word_count <= 'b0;
    end
    else if (state_write==WSTATE_IDLE) begin
        write_word_count <= 'b0;
    end
    else if (axi4m_wvalid && axi4m_wready) begin
        write_word_count <= write_word_count + 1'b1;
    end
end
assign axi4m_wlast = (write_word_count == burst_length_aclk) && axi4m_wvalid;
always@(posedge aclk) begin
    if (aclk_reset) begin
        axi4m_awvalid <= 1'b0;
        axi4m_wvalid <= 1'b0;
        state_write <= WSTATE_IDLE;
        status[1] <= 1'b0;
    end
    else if(start_write_d1 && !start_write_d2 && state_write==WSTATE_IDLE) begin
        state_write <= WSTATE_RFIRST;
    end
    else if(state_write==WSTATE_RFIRST) begin
        axi4m_awvalid <= 1'b1;
        axi4m_wvalid <= 1'b1;
        state_write <= WSTATE_WAIT_BOTH;
        status[1] <= 1'b0;
    end
    else if(state_write==WSTATE_WAIT_BOTH) begin
        if(axi4m_awready && axi4m_wready && axi4m_wlast) begin
            state_write <= WSTATE_WAIT_BVALID;
            axi4m_awvalid <= 1'b0;
            axi4m_wvalid <= 1'b0;
        end
        else if(axi4m_awready) begin
            state_write <= WSTATE_WAIT_WREADY;
            axi4m_awvalid <= 1'b0;
        end
        else if(axi4m_wready && axi4m_wlast) begin
            state_write <= WSTATE_WAIT_AWREADY;
            axi4m_wvalid <= 1'b0;
        end
    end
    else if(state_write==WSTATE_WAIT_WREADY) begin
        if(axi4m_wready && axi4m_wlast) begin
            state_write <= WSTATE_WAIT_BVALID;      
            axi4m_wvalid <= 1'b0;
        end
    end
    else if(state_write==WSTATE_WAIT_AWREADY) begin
        if(axi4m_awready) begin
            state_write <= WSTATE_WAIT_BVALID;  
            axi4m_awvalid <= 1'b0;          
        end
    end
    else if((state_write==WSTATE_WAIT_BVALID) && axi4m_bvalid) begin        
        state_write <= WSTATE_IDLE;
        status[1] <= 1'b1;
    end
end
endmodule
module jtag_master_dcram #(parameter DATA_WIDTH = 32,
                                    ADDR_WIDTH = 8)(
    input [DATA_WIDTH - 1:0] wdata,
    input [ADDR_WIDTH - 1:0] raddr, 
    input [ADDR_WIDTH - 1:0] waddr,
    input wr,
    input rd, 
    input rclk, 
    input wclk,
    output reg [DATA_WIDTH - 1:0] q
);
    localparam DEPTH = 2**ADDR_WIDTH;
    (* ramstyle = "no_rw_check" *) reg [DATA_WIDTH - 1:0] ram [DEPTH - 1:0]; 
    always @ (posedge wclk) begin       
        if (wr)
            ram[waddr] <= wdata;
    end
    always @ (posedge rclk) begin
        if (rd)
            q <= ram[raddr];
    end
endmodule
```

## run.sh

```bash
#!/bin/bash
# OpenROAD 26Q1-2900-gdf79404cd8, Yosys 0.63+post, stock flow scripts
make -C /OpenROAD-flow-scripts/flow DESIGN_CONFIG=/design/flow/config.mk WORK_HOME=/design/flow/orfs finish
```

## config.mk

```make
export PLATFORM = sky130hd
export DESIGN_NAME = jtag_master_dcram
export DESIGN_NICKNAME = jtag_master_dcram
export VERILOG_FILES = /design/flow/design.v
export SDC_FILE = /design/flow/constraint.sdc
export NUM_CORES = 4
export LEC_CHECK = 1
export CORE_UTILIZATION = 30
export SYNTH_MEMORY_MAX_BITS = 65536
```

## constraint.sdc

```tcl
current_design jtag_master_dcram

set clk_period 24.1
set clk_io_pct 0.2

create_clock -name clk0 -period $clk_period [get_ports {rclk}]
create_clock -name clk1 -period $clk_period [get_ports {wclk}]

set non_clock_inputs [all_inputs -no_clocks]
set_input_delay [expr $clk_period * $clk_io_pct] -clock clk0 $non_clock_inputs
set_output_delay [expr $clk_period * $clk_io_pct] -clock clk0 [all_outputs]
```

==> flow.log <==
[flow] final metrics
INFO  metric crit_required = 24.34 ns
INFO  metric setup.worst_path.end_class = register
INFO  metric post_cts_buffers = 0
INFO  metric cts.sink_count = 8224
INFO  metric area_leaders = edfxtp_1, mux4_2, mux2i_1, o221ai_1, a21oi_1
INFO  metric first_pass_iters = 6
INFO  metric maximum_number_of_pins_on_one_net_before_global_route_repair = 109
INFO  metric reg2reg_from = ram[9][7]$_DFFE_PP_
INFO  metric timing.setup.tns = 0 ns
INFO  metric grt_use_met3 = 18.2%
INFO  metric place_hpwl = 599000 um
INFO  metric vias_per_cell = 5.19
INFO  metric finalSetupViolations = 0
INFO  metric post_cts_resized = 0
INFO  metric floorplan.io_pins = 84
INFO  metric grt_pass1_vias = 168000
INFO  metric count_of_pins_over_their_slew_limit = 12
INFO  metric hold_path.startpoint = ram[98][11]$_DFFE_PP_
INFO  metric max_cap_viol_count = 3
INFO  metric synth-cells-yosys = 14400
INFO  metric std_cell_rows = 376
INFO  metric crit_arrival = 11.82 ns
INFO  metric synth_chip_area = 316000 um2
INFO  metric drt_wl_total = 988000 um
INFO  metric hold_end = q[11]$_DFFE_PP_
INFO  metric fin_util = 34.8%
INFO  metric timing.hold.worst_path_depth = 6
INFO  metric placeable_core_region = 1050000 um2
INFO  metric hold_bufs_at_cts = 0
INFO  metric gr-usage-met1 = 18.5%
INFO  metric post-layout-total-power = 29400 uW
INFO  metric synth_top_area_share = 78.2%
INFO  metric drc = 0
INFO  metric detail-route-antenna-nets = 0
INFO  metric syn-cell-area = 316000 um2
INFO  metric worst_pin_slew = 1.59 ns
INFO  metric min-delay-path-class = reg -> reg
INFO  metric buffer_ports.inserted = 82
INFO  metric globalplace.congestion = 0.981
INFO  metric synth-async-reset-ratio = 0%
INFO  metric postSynthSeqShare = 78.2%
INFO  metric wire_per_inst = 32.6 um
INFO  metric detail_route.iter0.violations = 11400
INFO  metric dieHeight = 1030 um
INFO  metric synth.largest_area_cell = edfxtp_1
INFO  metric lay_top_count = edfxtp_1
INFO  metric status = finished with violations
INFO  metric grt_util_all_layers = 19.8%
INFO  metric global_route.peak_usage_layer = met2
INFO  metric synthFlopType = edfxtp_1
INFO  metric start_kind = input pin
INFO  metric critical_path.max_fanout = 61
INFO  metric synth-seq-cells = 8224
INFO  metric worst-r2r-cell-count = 5
INFO  metric cellPowerDensity = 80.5 nW/um2
INFO  metric crit_type = in -> reg
INFO  metric areaGrowthSynthToFinish = 15.7%
INFO  metric violations = capacitance limit, slew limit
INFO  metric leakagePower = 0.113 uW
INFO  metric floorplan.core_util = 30.1%
INFO  metric placement.cell_area = 340000 um2
INFO  metric postLayoutCellArea = 365000 um2
INFO  metric chipWidth = 1030 um
INFO  metric slew_headroom = -7.00%
INFO  metric gr-total-overflow = 0
INFO  metric reg2reg_capture_point = q[7]$_DFFE_PP_
INFO  metric synth-edff-count = 8224
INFO  metric synth-warning-count = 1
INFO  metric log.warning_count = 33
INFO  metric finalHoldWorstSlack = 1.95 ns
INFO  metric dieArea = 1060000 um2
INFO  metric netlist_instances = 14400
INFO  metric drive_above_1_share = 25.8%
INFO  metric use_met2 = 28.4%
INFO  metric vias = 157000
INFO  metric path_clk_slew = 0.09 ns
INFO  metric vdd_drop_max = 83.9 uV
INFO  metric number_of_distinct_library_cell_variants_in_the_gate_level_netlist_after_synthesis = 61
INFO  metric initial_antenna_violation_count = 99
INFO  metric synthesis.area_per_instance = 21.9 um2
INFO  metric worst-r2r-setup-slack = 19.58 ns
INFO  metric setup_repair_after_global_routing_missed_its_margin = false
INFO  metric grt_pass1_wl = 1360000 um
INFO  metric most-common-layout-cells = edfxtp_1, mux4_2, mux2i_1, buf_4, clkbuf_16
INFO  metric number_of_hold_slack_violations_in_the_final_timing_report = 0
INFO  metric tritoncts_clock_tree = built
==> flip-flops by register name (all words and copies together) (netlist names) <==
name	count
q	32
ram	8192
==> kinds of logic (layout without fill, tap and decap cells) <==
group / after synthesis / count (layout) / share of synthesized area, %
other: 0 / 155 / 0
buffers and inverters: 904 / 2577 / 1.68
AND-OR/OR-AND: 1422 / 1422 / 3.26
flip-flops: 8224 / 8224 / 78.2
multiplexers: 2877 / 2877 / 15.3
AND/OR/NAND/NOR: 1008 / 1008 / 1.62
==> how the worst max path moves through the flow <==
stage,from,endpoint
CTS,raddr[0],q[14]$_DFFE_PP_
global route,raddr[0],q[14]$_DFFE_PP_
finish,raddr[0],q[2]$_DFFE_PP_
==> per-stage QoR <==
| step | worst slack [ns] | std cells |
|---|---|---|
| 2_1_floorplan | 16.42 | 14400 |
| 3_3_place_gp | 11.90 | 28600 |
| 5_1_grt | 12.21 | 30200 |
| 3_5_place_dp | 12.09 | 28600 |
| 6_report | 12.51 | 30200 |
| 4_1_cts | 12.49 | 30100 |
==> layout make-up <==
class	count	area (um2)
well taps	14000	17500
clock buffers	1007	21100
diodes	155	388
inverters	27	116
fillers	95300	684000
multi-input cells	5307	66500
flip-flops and latches	8224	247000
clock inverters	447	3970
repair buffers	1096	8930
==> critical path, cell delays in order <==
cell      delay, ns
buf_16         0.31
buf_4          0.50
buf_4          0.52
buf_4          0.47
buf_4          0.45
buf_4          0.45
buf_4          0.63
buf_4          0.70
mux4_2         0.36
mux2i_1        0.08
a22oi_1        1.14
buf_4          0.26
nand4_1        0.26
nor2_1         0.36
and4bb_1       0.23
==> where the power goes <==
group          total, uW  leakage, uW  switching (uW)  internal, uW
clock              12100       0.0122            5420          6640
sequential         15800       0.0739            40.3         15800
combinational       1540       0.0271            1060           483
==> metal layers <==
| metal | routed length (um) | part of all wire [%] |
|---|---|---|
| met1 | 274000 | 28 |
| met2 | 443000 | 45 |
| met3 | 202000 | 20 |
| met4 | 64400 | 6.5 |
| met5 | 4150 | 0.42 |
==> Yosys cell counts, drive strengths merged, types with 10 or more instances <==
cell / instances
edfxtp: 8224
mux4: 1544
mux2i: 1234
buf: 490
clkbuf: 387
nor2: 383
o221ai: 383
a21oi: 313
o22ai: 181
nor3: 139
a22oi: 131
mux2: 99
a221oi: 97
nand3: 85
a211oi: 74
a2111oi: 67
nand4: 67
nand2: 63
nor2b: 59
nand2b: 53
o21ai: 50
nor4: 44
o211ai: 35
or3: 28
a311oi: 26
inv: 26
or4: 25
a22o: 22
or2: 20
and4bb: 15
o2111ai: 10
Power is estimated from default activity; no workload was simulated.
